## run.sh

```bash
#!/bin/bash
# OpenROAD 26Q1-2900-gdf79404cd8, Yosys 0.63+post, stock flow scripts
make -C /OpenROAD-flow-scripts/flow DESIGN_CONFIG=/design/flow/config.mk WORK_HOME=/design/flow/orfs finish
```

## config.mk

```make
export PLATFORM = sky130hd
export DESIGN_NAME = mainproj
export DESIGN_NICKNAME = mainproj
export VERILOG_FILES = /design/flow/design.v
export SDC_FILE = /design/flow/constraint.sdc
export NUM_CORES = 4
export LEC_CHECK = 1
export CORE_AREA = 10 10 88 88
export DIE_AREA = 0 0 98 98
```

## constraint.sdc

```tcl
current_design mainproj

set clk_period 1.9
set clk_io_pct 0.2

create_clock -name clk0 -period $clk_period [get_ports {clk}]

set non_clock_inputs [all_inputs -no_clocks]
set_input_delay [expr $clk_period * $clk_io_pct] -clock clk0 $non_clock_inputs
set_output_delay [expr $clk_period * $clk_io_pct] -clock clk0 [all_outputs]
```

## design.v

```verilog
module mainproj (
    input clk,           
    input reset,         
    input [3:0] sw,      
    output reg [3:0] led 
);
    reg [1:0] current_state, next_state;
    reg [3:0] debounce_counter;
    reg [3:0] stable_sw;
    localparam S0 = 2'b00;
    localparam S1 = 2'b01;
    localparam S2 = 2'b10;
    localparam S3 = 2'b11;
    always @(posedge clk or posedge reset) begin
        if (reset) begin
            current_state <= S0;
        end else begin
            current_state <= next_state;
        end
    end
    always @(posedge clk or posedge reset) begin
        if (reset) begin
            stable_sw <= 4'b0000;
            debounce_counter <= 4'b0000;
        end else begin
            if (sw != stable_sw) begin
                if (debounce_counter < 4'b0100) begin
                    debounce_counter <= debounce_counter + 1;
                end else begin
                    stable_sw <= sw;
                    debounce_counter <= 4'b0000;
                end
            end
        end
    end
    always @(*) begin
        next_state = current_state;  
        case (current_state)
            S0: if (stable_sw == 4'b0001) next_state = S1;
            S1: if (stable_sw == 4'b0010) next_state = S2;
            S2: if (stable_sw == 4'b0100) next_state = S3;
            S3: if (stable_sw == 4'b1000) next_state = S0;
            default: next_state = S0;
        endcase
    end
    always @(*) begin
        case (current_state)
            S0: led = 4'b0001;
            S1: led = 4'b0010;
            S2: led = 4'b0100;
            S3: led = 4'b1000;
            default: led = 4'b0001;
        endcase
    end
    initial begin
        $monitor("Time=%0d ns | rst=%b | sw=%b | stable_sw=%b | debounce_counter=%b | led=%b",
                 $time, reset, sw, stable_sw, debounce_counter, led);
    end
endmodule
```

==> insert_results.sql <==
-- physical implementation figures
INSERT INTO impl_metrics (metric_group, metric, value, unit) VALUES
('outcome', 'run_status', 'finished, final reports clean', ''),
('pwr', 'power.sequential.fraction', '46.4', '%'),
('critical_path', 'crit_chain', 'nor3_1 > clkdlybuf4s50_1', ''),
('critical_path', 'cp-endpoint', 'led[0]', ''),
('floorplanning', 'die_w', '98', 'um'),
('pwr', 'cellInternalPower', '0.000645', 'W'),
('global_routing', 'track_usage', '2.82', '%'),
('synth', 'ff_type', 'dfrtp_1', ''),
('critical_path', 'critical_path.startpoint_type', 'flop', ''),
('timing', 'timing.hold.ws', '0.469', 'ns'),
('timing', 'timing.fmax', '579', 'MHz'),
('job', 'stage_log_warnings', '25', ''),
('clock_network', 'tritoncts_clock_tree', 'done', ''),
('synth', 'async_reset_ff_share', '100', '%'),
('synth', 'synthCells', '58', ''),
('critical_path', 'path_max_fanout', '5', ''),
('route', 'drt-initial-drc-count', '21', ''),
('floorplanning', 'io_pins', '10', ''),
('clock_network', 'cts_resized', '0', ''),
('clock_network', 'cts_hold_buf', '0', ''),
('critical_path', 'worst_path_max_delay_cell', 'clkdlybuf4s50_1', ''),
('pwr', 'netSwitchingPower', '0.000335', 'W'),
('critical_path', 'rr_worst_depth', '3', ''),
('route', 'detail_route.wirelength', '1260', 'um'),
('synth', 'largest_area_cell', 'dfrtp_1', ''),
('route', 'route.vias.total', '423', ''),
('place', 'placement.io_buffers', '9', ''),
('clock_network', 'clk_transition_reported_paths', '0.05', 'ns'),
('timing', 'number_of_slew_limit_violations_in_the_final_report', '0', ''),
('clock_network', 'cts-htree-levels', '1', ''),
('critical_path', 'worst_r2r_startpoint', 'stable_sw[0]', ''),
('route', 'drc_errors', '0', ''),
('critical_path', 'critical_path_class', 'flop to output pin', ''),
('clock_network', 'worstSkewPairLatency', '0.24', 'ns'),
('pwr', 'worst_ir_drop_vdd', '0.504', 'mV'),
('critical_path', 'timing.critical_path.from', 'current_state[1]', ''),
('floorplanning', 'fp.dieH', '98', 'um'),
('synth', 'synthTopCellsByCount', '11 x dfrtp_1, 7 x inv_1, 5 x nand2_1', ''),
('timing', 'sum_of_negative_setup_slack', '0', 'ns'),
('critical_path', 'crit_family', 'buffers and inverters', ''),
('pwr', 'clockPowerShare', '24.2', '%'),
('critical_path', 'worstReg2RegEnd', 'debounce_counter[0]', ''),
('synth', 'ys_seq_share', '47.6', '%'),
('critical_path', 'cp-end-kind', 'output pin', ''),
('place', 'dp_hpwl', '955', 'um'),
('finish', 'sequential_cell_area', '302', 'um2'),
('route', 'antenna_diode_instance_count', '0', ''),
('clock_network', 'cts_root_buf', 'clkbuf_8', ''),
('route', 'avgRoutedWirePerCell', '8.93', 'um'),
('global_routing', 'global_route_wire_length_before_repair', '2170', 'um'),
('pwr', 'pwr-share-comb', '29.4', '%'),
('synth', 'yosys_cells', '58', ''),
('finish', 'ratio_of_cells_with_drive_above_1_in_the_final_layout', '18.2', '%'),
('synth', 'netlist.area_leader.share', '43.5', '%'),
('floorplanning', 'placementRows', '28', ''),
('timing', 'final.setup_skew', '0.000501', 'ns'),
('timing', 'setup_repair_after_global_routing_missed_its_margin', 'false', ''),
('route', 'drt-pass1-iter-count', '4', ''),
('clock_network', 'cts-root-to-sink-buffers', '2', ''),
('critical_path', 'critical_path_cell_count', '2', ''),
('route', 'detail_route.vias_per_cell', '3.00', ''),
('critical_path', 'crit_arrival', '1.35', 'ns'),
('critical_path', 'cp.required', '1.52', 'ns'),
('synth', 'yosys_register_bits', '12', ''),
('timing', 'tightest_slew', '0.482', 'ns'),
('synth', 'synth.lib_cells_used.distinct', '23', ''),
('finish', 'multi_input_comb_area', '272', 'um2'),
('job', 'max_cap_violations', '0', ''),
('global_routing', 'via_count_of_the_first_global_routing_pass', '396', ''),
('critical_path', 'worst-path-buf-inv', '1', ''),
('synth', 'ys_warn_count', '2', '');
-- how the worst min path moves through the flow --
stage | end | slack (ns) | startpoint | cells past startpoint
global route | current_state[0] | 0.50 | current_state[0] | 2
CTS | stable_sw[1] | 0.48 | reset | 2
finish | current_state[1] | 0.47 | reset | 2
-- layout make-up --
cell class / count / share of cell area [%]
Timing Repair Buffer: 9 / 10.9
Sequential cell: 12 / 36.4
Inverter: 7 / 3.17
Clock buffer: 4 / 5.44
Tap cell: 75 / 11.3
Multi-Input combinational cell: 34 / 32.8
-- power groups by stage --
stage / combinational (W) / clock [W] / sequential (W)
finish: 0.000288 / 0.000238 / 0.000455
global route: 0.000329 / 0.000263 / 0.000474
CTS: 0.000288 / 0.000247 / 0.000453
-- layout by cell type (no fill, tap or decap), types with 2 or more instances in the layout --
cell type,count
mux2i_1,2
nand2_1,5
inv_1,7
clkbuf_8,3
nor3_1,3
dfrtp_1,11
xnor2_2,2
nor2_1,2
xnor2_1,2
o21ai_0,3
mux2_2,4
clkdlybuf4s50_1,9
nor4b_1,2
-- metrics by stage --
step / utilization (%) / worst slack [ns] / area (um2) / total power [W] / cells
finish: 14.0 / 0.174 / 828 / 0.000980 / 141
detailed placement: 13.2 / 0.200 / 783 / 0.000743 / 137
global route: 14.0 / 0.0822 / 828 / 0.00107 / 141
CTS: 14.0 / 0.142 / 828 / 0.000989 / 141
global placement: 13.2 / 0.198 / 783 / 0.000742 / 137
floorplan: - / 0.682 / 633 / 0.000717 / 58
-- sequential cells by signal, summed over array words and instances, names as in the netlist --
| signal | flops |
|---|---|
| current_state | 4 |
| debounce_counter | 4 |
| stable_sw | 4 |
-- cells by family (layout without fill, tap and decap cells) --
| group | after synthesis | after routing | share of synthesized area (%) |
|---|---|---|---|
| and+or+nand+nor | 15 | 15 | 13.0 |
| DFF | 12 | 12 | 47.6 |
| buffers and inverters | 12 | 20 | 9.49 |
| AOI/OAI and AO/OA | 7 | 7 | 7.31 |
| muxes | 7 | 7 | 12.6 |
| xor gates and xnor gates | 4 | 4 | 7.91 |
| adders and majority gates | 1 | 1 | 1.98 |
-- metal layers --
metal | track usage (%) | vias up | routed length, um
met5 | 0 | - | 0
li1 | - | 214 | -
met4 | 0.112 | 0 | 0
met2 | 3.20 | 13 | 494
met3 | 1.64 | 0 | 109
met1 | 4.46 | 196 | 654
Power is estimated from default activity; no workload was simulated.
